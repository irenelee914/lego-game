==> flow/constraint.sdc <==
current_design endScreenCounter

set clk_period 4.0
set clk_io_pct 0.2

create_clock -name clk0 -period $clk_period [get_ports {clock}]

set non_clock_inputs [all_inputs -no_clocks]
set_input_delay [expr $clk_period * $clk_io_pct] -clock clk0 $non_clock_inputs
set_output_delay [expr $clk_period * $clk_io_pct] -clock clk0 [all_outputs]
==> flow/run.sh <==
#!/bin/bash
# OpenROAD 26Q1-2900-gdf79404cd8, Yosys 0.63+post, stock flow scripts
make -C /OpenROAD-flow-scripts/flow DESIGN_CONFIG=/design/flow/config.mk WORK_HOME=/design/flow/orfs finish
==> flow/config.mk <==
export PLATFORM = sky130hd
export DESIGN_NAME = endScreenCounter
export DESIGN_NICKNAME = endScreenCounter
export VERILOG_FILES = /design/flow/design.v
export SDC_FILE = /design/flow/constraint.sdc
export NUM_CORES = 4
export LEC_CHECK = 1
export CORE_AREA = 10 10 71 71
export DIE_AREA = 0 0 81 81
==> flow/design.v <==
module Maze (CLOCK_50, KEY, SW, HEX0, HEX1,
VGA_CLK,   	 
VGA_HS, 	 
VGA_VS,		 
VGA_BLANK_N,	 
VGA_SYNC_N, 	 
VGA_R,    	 
VGA_G,		 
VGA_B    	 
);
input CLOCK_50; 	 
input [3:0]KEY;
input [1:0]SW;
output VGA_CLK;    	 
output VGA_HS;	 	 
output VGA_VS;	  	 
output VGA_BLANK_N;     
output VGA_SYNC_N;      
output [9:0] VGA_R;     
output [9:0] VGA_G;     
output [9:0] VGA_B;     
output [6:0] HEX0;
output [6:0] HEX1;
wire [5:0]colour; 
wire [7:0] x_out;
wire [7:0] y_out;
wire writeEn;
wire start;
wire clock_pulse;
wire left, right, up, down;
assign start = SW[1];
control u0(
     .clk(CLOCK_50),
     .resetn(~SW[1]),
     .left(~KEY[3]), .right(~KEY[2]), .up(~KEY[1]), .down(~KEY[0]),
     .start(start),
     .x(x_out[7:0]),.y(y_out[7:0]),
     .c(colour[5:0]),			 
     .enable(writeEn),
	  .LEFT(left),
	  .RIGHT(right),
	  .UP(up),
	  .DOWN(down)
 );
 vga_adapter VGA(
.resetn(~SW[0]),
.clock(CLOCK_50),
.colour(colour),
.x(x_out),
.y(y_out),
.plot(writeEn),
.VGA_R(VGA_R),
.VGA_G(VGA_G),
.VGA_B(VGA_B),
.VGA_HS(VGA_HS),
.VGA_VS(VGA_VS),
.VGA_BLANK(VGA_BLANK_N),
.VGA_SYNC(VGA_SYNC_N),
.VGA_CLK(VGA_CLK));
defparam VGA.RESOLUTION = "160x120";
defparam VGA.MONOCHROME = "FALSE";
defparam VGA.BITS_PER_COLOUR_CHANNEL = 2;
defparam VGA.BACKGROUND_IMAGE = "maze_2.mif";
endmodule 
module control(
    input clk,
    input resetn,
    input left, right, up, down,
    input start,
    output reg [7:0]x,y,
    output reg [5:0]c, 
    output reg enable, 
    output reg UP, DOWN, LEFT, RIGHT
    );
  wire Wdata, Wwren; 
  wire [5:0]BGcolour;
  wire [5:0]resetBG;
  assign Wdata = 1'b0;
  assign Wwren = 1'b0;
  wire[14:0]Waddress;
  reg [7:0]wirex;
  reg [6:0]wirey;
  assign Waddress = (wirey * 8'd160) + wirex; 
   reg endScreenEnable;
	reg bgEnable;
	reg StartEnable;
	wire [14:0]countOUT,countBG, countStart;
	wire [5:0] PGcolour, StartColour;
   wire [6:0]wy,wyBG, wyStart;
	wire [7:0]wx,wxBG, wxStart;
	endScreenCounter c1(resetn, clk, endScreenEnable, wx, wy);
	 assign countOUT = (wy * 8'd160) + wx; 
	 endScreenCounter c2(resetn, clk, bgEnable, wxBG, wyBG);
	 assign countBG = (wyBG * 8'd160) + wxBG; 
	  endScreenCounter c3(resetn, clk, StartEnable, wxStart, wyStart);
	 assign countStart = (wyStart * 8'd160) + wxStart; 
	playagain pg(
	.data(0),
	.wren(0),
	.address(countOUT),
	.clock(clk),
	.q(PGcolour));
 image bg1(
	.data(0),
	.wren(0),
	.address(Waddress),
	.clock(clk),
	.q(BGcolour));
 image bg2(
	.data(0),
	.wren(0),
	.address(countBG),
	.clock(clk),
	.q(resetBG));	
	 start bg3(
	.data(0),
	.wren(0),
	.address(countStart),
	.clock(clk),
	.q(StartColour));	
    reg [6:0] current_state, next_state; 
    localparam  
		START_SCREEN   		= 6'd0,
	   	A_START     		= 6'd1, 
		DEL_WAIT		= 6'd2, 
		RESET_SCREEN		= 6'd3,
		RESET_BG		= 6'd4,
		DEL_1			= 6'd5, 
		DEL_2			= 6'd6, 
		DEL_3			= 6'd7, 
		DEL_4			= 6'd8, 
		DEL_ORIGINAL		= 6'd9, 
		LEFT_DRAW		= 6'd10, 
		RIGHT_DRAW		= 6'd11, 
		UP_DRAW			= 6'd12, 
		DOWN_DRAW		= 6'd13, 
		RESET_DRAW		= 6'd14, 
		DRAW_TWO		= 6'd15, 
		DRAW_THREE		= 6'd16, 
		DRAW_FOUR		= 6'd17, 
		DRAW_ORIGINAL		= 6'd18; 
    always@(*)
    begin: state_table 
		case (current_state)
		START_SCREEN: begin
		if (left)
		next_state = RESET_BG;
		else 
		next_state = START_SCREEN;
		end
		A_START: begin
		if((y == 8'd114 || y == 8'd115) && (x == 8'd73 || x== 8'd74 || x== 8'd75|| x== 8'd76|| x== 8'd77|| x== 8'd78|| x== 8'd79 || x== 8'd80 )) begin
			next_state = RESET_SCREEN;
		end
		else if(left) begin
		wirex = x - 8'd1;
		wirey = y;
			next_state = DEL_WAIT;
		end
		else if(right) begin
		 wirex = x + 8'd2;
		 wirey = y;
		 next_state = DEL_WAIT;
		end
		else if(up) begin
		wirex = x;
		wirey = y - 8'd1;
		 next_state = DEL_WAIT;
		end
		else if(down) begin
		wirex = x;
		wirey = y + 8'd2  ;
		 next_state = DEL_WAIT;
		end
		else 
		 next_state = A_START;
		end
	DEL_WAIT: begin
		if(left == 1'b0 && right == 1'b0 && up == 1'b0 && down == 1'b0) begin
			next_state = DEL_1;
		end
		end
	RESET_SCREEN: begin
	if (left)
	next_state = RESET_BG;
	end
	RESET_BG: begin
	if(!left)
	next_state = DEL_1;
	end
	DEL_1: begin
		next_state = DEL_2;
		end
	DEL_2: begin
		next_state = DEL_3;
		end
	DEL_3: begin
		next_state = DEL_4;
		end
	DEL_4: begin
		next_state = DEL_ORIGINAL;
		end
	DEL_ORIGINAL: begin
		if(LEFT == 1'b1) begin
		 next_state = LEFT_DRAW;
		end
		else if(RIGHT == 1'b1) begin
		 next_state = RIGHT_DRAW;
		end
		else if(UP == 1'b1) begin
		 next_state = UP_DRAW;
		end
		else if(DOWN == 1'b1) begin
		 next_state = DOWN_DRAW;
		end
		else begin
		 next_state = RESET_DRAW;
		end
		end
	LEFT_DRAW: begin
		next_state = DRAW_TWO;
		end
	RIGHT_DRAW: begin
		next_state = DRAW_TWO;
		end
	UP_DRAW: begin
		next_state = DRAW_TWO;
		end
	DOWN_DRAW: begin
		next_state = DRAW_TWO;
		end
	RESET_DRAW: begin
		next_state = DRAW_TWO;
		end
	DRAW_TWO: begin
		next_state = DRAW_THREE;
		end
	DRAW_THREE: begin
		next_state = DRAW_FOUR;
		end
	DRAW_FOUR: begin
		next_state = DRAW_ORIGINAL;
		end
	DRAW_ORIGINAL: begin
		next_state = A_START;
		end			 
      default: next_state = A_START;
        endcase
    end  
always @(posedge clk)
 begin: enable_signals
 case (current_state)
 START_SCREEN: begin
 StartEnable <= 1'b1;
 bgEnable <= 1'b0;
 endScreenEnable <= 1'b0;
 enable <= 1'b1;
 c[5:0] <= StartColour;
 x<=wxStart;
 y<=wyStart; 
 end
 A_START: begin
 if(start) begin
  x <= 8'd76;
  y <= 8'd29;
  c <= 6'b110000;
  enable <= 1'b0;
  LEFT <= 1'b0;
  RIGHT <= 1'b0;
  UP <= 1'b0;
  DOWN <= 1'b0;
 end
 else if(left) begin
   LEFT <= 1'b1;
   c[5:0] <= 6'b000000; 
   enable <= 1'b0; 
 end
 else if(right) begin
  RIGHT <= 1'b1;
  c[2:0] <= 3'b000; 
  enable <= 1'b0; 
 end
 else if(up) begin
  UP <= 1'b1;
  c[2:0] <= 3'b000; 
  enable <= 1'b0; 
 end
 else if(down) begin
  DOWN <= 1'b1;
  c[2:0] <= 3'b000; 
  enable <= 1'b0; 
 end 
 else begin
  c[2:0] <= 3'b000; 
  enable <= 1'b0; 
 end
 end
 DEL_WAIT: begin
	enable <= 1'b0;
 end
 RESET_SCREEN: begin
 endScreenEnable <= 1'b1;
 enable <= 1'b1;
 c[5:0] <=  PGcolour;
 x<=wx;
 y<=wy;
 end
 RESET_BG: begin
  endScreenEnable <= 0;
  bgEnable <= 1;
  enable <= 1'b1;
  c[5:0] <=  resetBG;
  x<=wxBG;
  y<=wyBG;
  end
 DEL_1: begin
 if (BGcolour != 6'b000000)
	  enable <= 1'b0;
  else  begin
  c[5:0] <= 6'b000000;
  enable <= 1'b1;
  end
 end
 DEL_2: begin
  x <= x + 1'b1;
 end
 DEL_3: begin
  y <= y + 1'b1;
 end
 DEL_4: begin
  x <= x - 1'b1;
 end
 DEL_ORIGINAL: begin
  y <= y - 1'b1;
  enable <= 1'b0;
 end
 UP_DRAW: begin
  if (BGcolour != 6'b000000) begin
	  enable <= 1'b0;
	  UP <= 1'b0;
	end
  else  begin
  y <= y - 1'b1;
  c[5:0] <= 6'b110000;
  enable <= 1'b1;
  UP <= 1'b0;
  end
 end
 DOWN_DRAW: begin
  if (BGcolour != 6'b000000) begin
	  enable <= 1'b0;
	   DOWN <= 1'b0;
	end
  else  begin
  y <= y + 1'b1;
  c[5:0] <= 6'b110000;
  enable <= 1'b1;
  DOWN <= 1'b0;
  end
 end
 RIGHT_DRAW: begin
  if (BGcolour != 6'b000000) begin
	  enable <= 1'b0;
	  RIGHT <= 1'b0;
end	
  else  begin
  x <= x + 1'b1;
  c[5:0] <= 6'b110000;
  enable <= 1'b1;
  RIGHT <= 1'b0;
  end
 end
 LEFT_DRAW: begin
  if (BGcolour != 6'b000000) begin
	  enable <= 1'b0;
	  LEFT <= 1'b0;
	end   
  else  begin
  x <= x - 1'b1;
  c[5:0] <= 6'b110000;
  enable <= 1'b1;
  LEFT <= 1'b0;
  end
 end
 RESET_DRAW: begin
  if (BGcolour != 6'b000000)
	  enable <= 1'b0;
  else  begin
	x <= 8'd76;
	y <= 8'd29;
	c[5:0] <= 6'b110000;
	enable <= 1'b1;
	end
 end
 DRAW_TWO: begin
  x <= x + 1'b1;
 end
 DRAW_THREE: begin
  y <= y + 1'b1;
 end
 DRAW_FOUR: begin
  x <= x - 1'b1;
 end
 DRAW_ORIGINAL: begin
  enable <= 1'b0;
  y <= y - 1'b1;
  c[5:0] = 6'b110000;
 end
default: begin
 enable <= 1'b0;
 x <= 8'd76;
  y <= 8'd29;
 c <= 3'b000;
 end
endcase
end  
always@(posedge clk)
begin: state_FFs
if(!resetn) begin
current_state <= START_SCREEN;
end
else
current_state <= next_state;
end  
endmodule
module endScreenCounter (reset, clock, enable, x, y);
input reset, clock, enable;
output reg [7:0]x;
output reg [6:0]y;
always@(negedge reset, posedge clock) begin
if (!reset) begin
x<=0;
y<=0;
end
else if(x==8'd159) begin
	if(y==7'd119) begin
	y<=0;
	x<=0;
	end
	else begin
	y<=y+7'd1;
	x<=0;
	end
end
else
x<=x+8'd1;
end
endmodule
==> flow_metrics.py <==
# Auto-generated metrics
metrics = {
    "synthesis": {
        "avgSynthCellArea_um2": 11.04,
        "synth-seq-cells": 15,
        "ys_cells": 68,
        "topCellsByArea": "dfrtp_1 (50%), nand3_1 (5.3%), xnor2_1 (3.5%)",
        "ys_seq_frac": 0.5000,
        "ys.warnings.count": 1,
        "yosys_area_um2": 750.7,
        "syn_inst": 68,
        "netlist_area_um2": 750.7,
        "synthDistinctLibCells": 30,
        "yosysTopAreaCellShare": 0.5000,
        "yosys.area.top_type": "dfrtp_1",
    },
    "setup_path": {
        "critPathMaxFanout": 8,
        "critical_path_buf_inv_count": 1,
        "crit_family": "buffers and inverters",
        "cp-end-kind": "output pin",
        "required_ns": 3.20,
        "path_cells": "clkdlybuf4s50_1",
        "critPathKind": "reg2out",
        "slowest_delay_ns": 0.52,
        "start_kind": "register",
        "crit_arrival_ns": 1.23,
        "slowest_stage": "clkdlybuf4s50_1",
    },
    "power": {
        "p_per_area_nw_per_um2": 279.9,
        "leakage_uw": 0.0004477,
        "irDropWorstVdd_mv": 0.2416,
    },
    "grt": {
        "grt_pass1_vias": 567,
        "grt_pass1_wl_mm": 2.732,
        "grt_max_degree": 16,
        "grt_usage": 0.05195,
        "antenna_found_initial": 0,
        "grt-ovfl-total": 0,
    },
    "sta": {
        "relSlewSlack": 0.5577,
        "timing_hold_violations_final": 0,
        "achievable-frequency_mhz": 491.6,
        "period_needed_ns": 2.034,
        "drv_slew": 0,
        "setup_viol": 0,
        "final_min_period_over_clock_period": 0.5085,
        "rsz0062_at_grt": "no",
        "worst_slew_pin_slew_ns": 0.6613,
        "setup_tns_ns": 0,
        "fin_skew_ns": 0.004018,
    },
    "floorplan": {
        "core_area_um2": 3633,
        "initCoreUtil": 0.2066,
        "num_rows": 22,
        "die_w_um": 81,
        "dieHeight_um": 81,
        "dieArea_um2": 6561,
        "ioPinCount": 18,
    },
    "clock_tree": {
        "cts.clk_slew.worst_paths_ns": 0.06,
        "clockRootBuffer": "clkbuf_8",
        "clockBufferDepth": 2,
        "cts-resized-gates": 0,
        "cts_inserted_buffers": 3,
        "cts_hold_buffers": 0,
        "cts_tree": "done",
        "post-cts-setup-buffers": 0,
        "h-tree-depth": 1,
        "insertion_delay_ns": 0.25,
        "cts.sinks": 15,
    },
    "outcome": {
        "status": "completed",
    },
    "finish": {
        "drive_gt1_frac": 0.06977,
        "lay_top_count": "clkdlybuf4s50_1",
        "fin_util": 0.2751,
        "most-common-layout-cells": "clkdlybuf4s50_1 (16), dfrtp_1 (15), nand3_1 (8)",
        "areaGrowthSynthToFinish_pct": 33.17,
    },
    "worst_hold_path": {
        "hold_path_class": "reg2reg",
    },
    "drt": {
        "drc": 0,
        "antenna_cells": 0,
        "drt-pass1-iter-count": 4,
        "drtIter0Drc": 70,
        "viasPerCell": 4.381,
        "vias": 587,
        "drtAntennaViolNets": 0,
        "routed_wl_mm": 1.572,
        "routedWlPerCell_um": 11.73,
    },
    "flow_run": {
        "drv_cap": 0,
        "warnings": 26,
    },
    "placement": {
        "portBuffers": 16,
        "gp_congestion": 0.8613,
    },
}
==> metal layers <==
layer	wire (um)	track usage	part of all wire	up-vias
li1	-	-	-	289
met1	758	0.07216	0.48	281
met2	646	0.07643	0.41	15
met3	156	0.02227	0.099	2
met4	10	0.005190	0.0064	0
met5	0	0	0	-
==> worst paths after layout <==
check,slack [ns],cells after the start,startpoint,to
hold / removal,0.49,1,x[4],x[4]
setup / recovery,1.97,1,x[5],x[5]
max in group asynchronous,2.62,1,reset,x[5]
hold reg to reg,0.49,1,x[4],x[4]
min in group asynchronous,0.95,1,reset,y[3]
setup reg to reg,2.11,5,x[0],y[1]
==> state kept, by name, indices dropped and copies added (netlist names) <==
signal / count
x: 8
y: 7
==> synthesized netlist by cell type (all sizes together) <==
| master | count |
|---|---|
| dfrtp | 15 |
| nand3 | 8 |
| nor2 | 6 |
| and3 | 4 |
| a31oi | 3 |
| buf | 3 |
| mux2 | 3 |
| xnor2 | 3 |
| and4 | 2 |
| ha | 2 |
| inv | 2 |
| o21ai | 2 |
| o21bai | 2 |
| xor2 | 2 |
| a21oi | 1 |
| a41o | 1 |
| a41oi | 1 |
| and2 | 1 |
| mux2i | 1 |
| nand3b | 1 |
| nand4 | 1 |
| nor2b | 1 |
| nor4bb | 1 |
| o2111ai | 1 |
| o211a | 1 |
==> metrics by stage <==
step / instance area (um2) / setup slack [ns] / hold slack (ns) / total power [uW] / instances
5_1_grt: 999.7 / 1.891 / 0.5491 / 291.0 / 134
2_1_floorplan: 750.7 / 2.358 / 0.4386 / 154.6 / 68
3_3_place_gp: 954.7 / 2.154 / 0.4819 / 158.5 / 130
4_1_cts: 999.7 / 1.950 / 0.4969 / 280.5 / 134
6_report: 999.7 / 1.966 / 0.4911 / 279.8 / 134
3_5_place_dp: 954.7 / 2.105 / 0.4891 / 158.4 / 130
==> kinds of logic after synthesis <==
family | Yosys count | synth area share
xor gates and xnor gates | 5 | 0.05834
DFF | 15 | 0.5000
buffers and inverters | 5 | 0.04167
and+or+nand+nor | 25 | 0.1884
adders and majority gates | 2 | 0.03333
AOI/OAI and AO/OA | 12 | 0.1150
muxes | 4 | 0.06333
==> layout make-up <==
cell class / instances / area (um2)
Clock buffer: 4 / 45.04
Fill cell: 374 / 2634
Tap cell: 48 / 60.06
Inverter: 2 / 7.507
Sequential cell: 15 / 375.4
Timing Repair Buffer: 17 / 167.7
Multi-Input combinational cell: 48 / 344.1
==> where the power goes <==
| part | internal (uW) | switching [uW] | leakage [uW] | total [uW] |
|---|---|---|---|---|
| logic | 0.855 | 2.79 | 0.000225 | 3.65 |
| clock network | 70.5 | 53.9 | 0.0000228 | 124 |
| registers | 152 | 0 | 0.000200 | 152 |
| total | 223 | 56.7 | 0.000448 | 280 |
No activity file was given, so power comes from the tool's default toggle rates.
